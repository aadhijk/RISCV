--- /design/flow/design.v ---
module reg_file(A1,A2,A3,WD3,WE3,RD1,RD2,clk,rst);
input [4:0]A1,A2,A3;
input [31:0]WD3;
input WE3;
input clk,rst;
output [31:0]RD1,RD2;
reg[31:0]register[31:0];
assign RD1 =(~rst)?0:register[A1] ;
assign RD2 =(~rst)?0:register[A2] ;
integer i;
always @(posedge clk) begin
	if(~rst)begin
    	for(i=0;i<32;i=i+1)
    	register[i]<=0;
    end
	else
	if (WE3) begin
	register[A3]<=WD3;	
	end
end
endmodule
--- /design/flow/run.sh ---
#!/bin/bash
# OpenROAD 26Q1-2900-gdf79404cd8, Yosys 0.63+post, stock flow scripts
make -C /OpenROAD-flow-scripts/flow DESIGN_CONFIG=/design/flow/config.mk WORK_HOME=/design/flow/orfs finish
--- /design/flow/config.mk ---
export PLATFORM = sky130hd
export DESIGN_NAME = reg_file
export DESIGN_NICKNAME = reg_file
export VERILOG_FILES = /design/flow/design.v
export SDC_FILE = /design/flow/constraint.sdc
export NUM_CORES = 4
export LEC_CHECK = 1
export CORE_UTILIZATION = 50
--- /design/flow/constraint.sdc ---
current_design reg_file

set clk_period 11.6
set clk_io_pct 0.2

create_clock -name clk0 -period $clk_period [get_ports {clk}]

set non_clock_inputs [all_inputs -no_clocks]
set_input_delay [expr $clk_period * $clk_io_pct] -clock clk0 $non_clock_inputs
set_output_delay [expr $clk_period * $clk_io_pct] -clock clk0 [all_outputs]
==> COMMIT_EDITMSG <==
Refresh implementation metrics

* Core area: 107700 um2
- After its last routability iteration, the placer logged a weighted congestion of 0.9541.
* Int Pwr: 6.741 mW
- Critical Path Source Type: input port
* Delay of the slowest critical-path stage: 0.76 ns
- The register with the most flip-flops in the final layout is register.
- Sequential cell area fraction in the yosys report: 56.26%
* Synth Flop Type: edfxtp_1
- Standard cell with the maximum stage delay on the critical path: clkinv_2
- No sink is reached through more buffers than the 3 on the longest clock path.
- Per the power-grid run, VDD falls by no more than 0.0001253 V.
- Traced cell by cell, the critical path runs through buf_4 -> clkinv_2 -> buf_4 -> buf_4 -> nor2_2 -> buf_4 -> a22oi_1 -> a31oi_1 -> clkdlybuf4s50_1.
- Of all flip-flops after synthesis, the portion carrying an async set or reset was 0%.
- For reference, the most critical setup path is categorized as input port to output pin.
- RSZ-0062 raised after global routing: no
* Biggest regs: register x1024
- Pwr/cell area: 146.3 nW/um2
* Initial core utilization: 50.77%
- Flops after synth: 1024
* Outcome: complete, no violations
- Number of resized instances in the post-cts repair step: 0
- Per the detail_route report, DRC violations left total 0.
- Max transition margin: 22.06%
* Initial antenna violation count: 9
- CP Data Arrival Time: 6.39 ns
- Counting flops with a built-in enable in the synthesized netlist gives 1024.
- Hold-check failures listed in the final report amount to 0.
- The finished layout reports a core utilization of 56.63%.
* Log Warnings: 29
- Routed vias: 33566
- Clk network pwr share: 39.0%
* Required time of the critical path: 9.28 ns
- Die W: 332.6 um
- TritonCTS built the clock tree.
- In this run the biggest area consumer among cell types represents 56.26% of the synthesized area.
- For this block, the initial DRC count from the detailed router was 2180.
* Setup Fix Bufs, Post-CTS: 0
- Main area contributors after synthesis: edfxtp_1 (56%), mux4_2 (18%), and2_1 (12%)
* Dominant cell type by area after synthesis: edfxtp_1
- Summed over all cells, the static leakage comes to 20.57 nW.
* Number of cell rows: 120
* Class of the tightest hold or removal check: input port to flip-flop
- In this run the mean area of a mapped cell was 15.20 um2.
* Chip area line of the yosys report: 54660 um2
- Max reg flops: 1024
- Summed over all nets, the switching power comes to 2.179 mW.
- Global-route wire length before repair: 257500 um
* Count of buffers from port buffering: 113
- The via count of the first global-routing pass came to 36770.
* Minimum clock period after layout: 8.711 ns
- Dpl cells: 4858
- The detail route stage leaves a number of antenna-violating nets equal to 0.
* Count of pins on the block boundary: 114
- The detailed router reported a total wirelength of 180300 um.
- The pin closest to its max-slew limit shows a slew of 1.169 ns.
- In the global route stage, overall resource usage came out at 36.71%.
- CTS Root Buffer Type: clkbuf_16
- After global routing the overflow that remains totals 0.
* Crit path from: A1[0]
- The script logs the ratio of routed vias to standard cells as 6.615.
- Worst Min Path Start: rst
- # H-tree levels: 3
- First-pass DRT Iterations: 8
* Cts hold-fix bufs: 0
- From bottom edge to top edge, the die measures 332.6 um.
- According to the CTS report, the clock sink count is 1024.
- Total Die Area: 110600 um2
- CTS added clock buffers totalling 113.
- For the final routed database, the setup TNS stands at 0 ns.
- The gate-level netlist out of Yosys references 32 unique cell types.
- Clock transition at the registers of the reported paths: 0.06 ns
- The post-route netlist has 26.59% of its cells at a drive strength greater than 1.
* Netlist Area Pre-Place: 54660 um2
- Entering global routing, the biggest net connects 102 pins.
- Of all nets on the critical path, the largest fanout is 29.
- Switching share of total power: 24.43%
- The final timing report lists a max-slew violation count of 0.
- For this sky-water flow run, the detailed-routed wirelength per cell is reported as 35.53 um.
- Count of instantiated cells in the yosys netlist: 3597
- STA classifies the critical path endpoint as an output pin.
- Register share of total power: 48.9%
- The area growth from synthesis to layout is 11.54%.
- Warnings reported by Yosys during synthesis add up to 1.
- The flow reports that combinational logic draws 12.1% of the design power.
- In the finished design, the share of the clock period the worst path needs comes to 75.10%.
- Final standard cell count with taps included and fillers excluded: 5074
- Cell repeated most along the worst path: buf_4
- Upper clock frequency limit: 0.1148 GHz
- Tally of max-capacitance violations: 0
- Setup violators final: 0
- The cell count after synthesis came out at 3597.
* HPWL Detailed: 99920 um
through the flow:
step,hold slack [ns],power [mW],cell area [um2],setup WS (ns)
global route,2.589,9.176,60950,2.761
global placement,3.288,5.476,57400,3.002
detailed placement,3.297,5.499,57400,2.999
finish,2.580,8.920,60970,2.889
CTS,2.548,8.943,60950,3.010
floorplan,2.518,5.059,54660,5.551
worst max-delay path: cells and delay by family:
kind | cells | cell delay (ns)
and+or+nand+nor | 1 | 0.14
AOI/OAI and AO/OA | 2 | 0.79
buffers and inverters | 6 | 3.09
power groups by stage:
stage                 Combinational (mW)  Sequential, mW  Clock (mW)
final                               1.08            4.37        3.48
after CTS                           1.06            4.37        3.52
after global routing                1.12            4.39        3.66
path summary, 6_finish.rpt:
path | slack (ns) | end | cells after the start
min | 2.58 | register[2][1] | 3
max | 2.89 | RD1[20] | 9
synthesized netlist by cell type (all sizes together) (2+ instances only):
cell / number
nand3b: 3
or3: 2
buf: 127
or2: 2
a221oi: 38
nor2: 40
o221ai: 64
inv: 2
a31oi: 64
nand2b: 2
mux2: 128
mux2i: 128
edfxtp: 1024
nor2b: 4
nand4b: 2
o21ai: 70
a22oi: 64
nand2: 55
mux4: 448
o2111ai: 26
and2: 1026
clkbuf: 275
cell families (layout without fill, tap and decap cells):
family | after synthesis | in the layout | share of synthesized area [%]
and+or+nand+nor | 1139 | 1139 | 12.62
DFF | 1024 | 1024 | 56.26
muxes | 704 | 704 | 23.44
buffers and inverters | 404 | 470 | 3.376
AOI/OAI and AO/OA | 326 | 326 | 4.303
other | 0 | 8 | 0
layout make-up:
class	count	area [um2]
diodes	8	20.02
clock buffers	146	3037
clock inverters	62	509.2
fillers	7868	46690
inverters	2	10.01
multi-input cells	2169	22590
flip-flops and latches	1024	30750
well taps	1403	1755
repair buffers	260	2293
layer usage:
metal | up-vias | share of wire (%) | global-route usage, %
met4 | 20 | 3.7 | 10.15
met2 | 2654 | 45 | 50.62
met1 | 16608 | 31 | 44.76
met5 | - | 0.41 | 3.951
li1 | 13884 | - | -
met3 | 400 | 20 | 30.69
cell usage in the layout (no fill, tap or decap), types with 11 or more instances in the layout:
master	synthesis	layout
a22oi_1	64	64
a31oi_1	64	64
buf_4	35	144
nor2_4	0	11
clkdlybuf4s50_1	0	102
o221ai_1	64	64
o2111ai_1	26	26
mux4_2	448	448
clkbuf_1	271	29
mux2_2	128	128
o21ai_4	0	32
and2_1	1026	1026
mux2i_1	128	128
clkinv_1	0	18
clkinv_2	0	31
nand2_1	55	55
o21ai_0	63	31
clkbuf_16	0	117
nor2_2	1	25
edfxtp_1	1024	1024
a221oi_1	38	38
Power figures rest on the tool's default switching activity, not on a simulated workload.
